<file path="/design/flow/config.mk">
export PLATFORM = sky130hd
export DESIGN_NAME = traffic_fsm
export DESIGN_NICKNAME = traffic_fsm
export VERILOG_FILES = /design/flow/design.v
export SDC_FILE = /design/flow/constraint.sdc
export NUM_CORES = 4
export LEC_CHECK = 1
export CORE_AREA = 10 10 103 103
export DIE_AREA = 0 0 113 113
</file>
<file path="/design/flow/constraint.sdc">
current_design traffic_fsm

set clk_period 3.0
set clk_io_pct 0.2

create_clock -name clk0 -period $clk_period [get_ports {clk}]

set non_clock_inputs [all_inputs -no_clocks]
set_input_delay [expr $clk_period * $clk_io_pct] -clock clk0 $non_clock_inputs
set_output_delay [expr $clk_period * $clk_io_pct] -clock clk0 [all_outputs]
</file>
<file path="/design/flow/design.v">
`timescale 1ns/1ps
module traffic_fsm #(
    parameter integer MIN_GREEN_CYCLES = 10,   
    parameter integer MAX_GREEN_CYCLES = 40,   
    parameter integer ALL_RED_CYCLES   = 3     
)(
    input  wire clk,
    input  wire rst,         
    input  wire cars_ns,     
    input  wire cars_ew,     
    output reg  green_N,
    output reg  red_N,
    output reg  green_E,
    output reg  red_E
);
    reg cars_ns_meta, cars_ns_sync;
    reg cars_ew_meta, cars_ew_sync;
    always @(posedge clk or posedge rst) begin
        if (rst) begin
            cars_ns_meta <= 1'b0;
            cars_ns_sync <= 1'b0;
            cars_ew_meta <= 1'b0;
            cars_ew_sync <= 1'b0;
        end else begin
            cars_ns_meta <= cars_ns;
            cars_ns_sync <= cars_ns_meta;
            cars_ew_meta <= cars_ew;
            cars_ew_sync <= cars_ew_meta;
        end
    end
    localparam [1:0]
        S_NS        = 2'd0,   
        S_ALL_TO_EW = 2'd1,   
        S_EW        = 2'd2,   
        S_ALL_TO_NS = 2'd3;   
    reg [1:0] state, next_state;
    reg [15:0] timer;
    always @(posedge clk or posedge rst) begin
        if (rst) begin
            state <= S_NS;   
            timer <= 16'd0;
        end else begin
            state <= next_state;
            if (next_state != state)
                timer <= 16'd0;
            else
                timer <= timer + 16'd1;
        end
    end
    always @(*) begin
        next_state = state;
        case (state)
            S_NS: begin
                if (timer < MIN_GREEN_CYCLES) begin
                    next_state = S_NS;
                end else begin
                    if (cars_ew_sync || (timer >= MAX_GREEN_CYCLES)) begin
                        next_state = S_ALL_TO_EW;
                    end else begin
                        next_state = S_NS;
                    end
                end
            end
            S_ALL_TO_EW: begin
                if (timer >= ALL_RED_CYCLES)
                    next_state = S_EW;
                else
                    next_state = S_ALL_TO_EW;
            end
            S_EW: begin
                if (timer < MIN_GREEN_CYCLES) begin
                    next_state = S_EW;
                end else begin
                    if (cars_ns_sync || (timer >= MAX_GREEN_CYCLES)) begin
                        next_state = S_ALL_TO_NS;
                    end else begin
                        next_state = S_EW;
                    end
                end
            end
            S_ALL_TO_NS: begin
                if (timer >= ALL_RED_CYCLES)
                    next_state = S_NS;
                else
                    next_state = S_ALL_TO_NS;
            end
            default: begin
                next_state = S_NS;  
            end
        endcase
    end
    always @(*) begin
        green_N = 1'b0; red_N = 1'b1;
        green_E = 1'b0; red_E = 1'b1;
        case (state)
            S_NS: begin
                green_N = 1'b1; red_N = 1'b0;  
                green_E = 1'b0; red_E = 1'b1;  
            end
            S_ALL_TO_EW: begin
            end
            S_EW: begin
                green_N = 1'b0; red_N = 1'b1;  
                green_E = 1'b1; red_E = 1'b0;  
            end
            S_ALL_TO_NS: begin
            end
        endcase
    end
    // synthesis translate_off
    always @(posedge clk) begin
        if (!rst && (green_N && green_E)) begin
            $display("FATAL: Both greens asserted at t=%0t", $time);
            $fatal;
        end
    end
    // synthesis translate_on
endmodule
</file>
<file path="/design/flow/run.sh">
#!/bin/bash
# OpenROAD 26Q1-2900-gdf79404cd8, Yosys 0.63+post, stock flow scripts
make -C /OpenROAD-flow-scripts/flow DESIGN_CONFIG=/design/flow/config.mk WORK_HOME=/design/flow/orfs finish
</file>
==> notes.org <==
* Implementation run

** Floorplan
- Total I/O pin count :: 8
- The core region is 8300 sq um.
- Total die area :: 12,800 sq um
- At the floorplan stage, the core utilization is reported as 9.59%.
- Std cell rows :: 33
- Per the OpenROAD floorplan log, the width of the die is 113 um.
- Chip Height :: 113 um

** Min path
- Class of the worst hold path :: flip-flop to flip-flop
- Min-delay src :: cars_ew_meta$_DFF_PP0_
- Number of cells on the worst hold path :: 0
- Hold endpoint :: cars_ew_sync$_DFF_PP0_

** Synthesis
- Cell count after synthesis :: slightly above 60
- Summed standard-cell area reported by yosys :: 796 sq um
- Synthesized area :: approximately 800 sq um
- Sequential elements use between 60% and 70% of the synthesized area.
- Total cells reported by yosys after synthesis :: 62
- #FFs+latches synth :: 22
- Mapped Avg Cell Area :: 12.8 sq um
- The number of different library cells used by synthesis comes to 22.
- The synthesis log from Yosys contains 2 warnings.

** Clock network
- Clk buf depth :: 2
- The number of setup buffers added after CTS is 0.
- The clock tree has to reach 22 sinks.
- H-Tree Depth :: 1
- Worst-skew pair later-pin latency :: 0.26 ns
- After clock tree synthesis, the repair step resized 0 gates.
- In this run, post-CTS hold repair placed 0 buffers.
- The root buffer cell chosen for the clock tree is sky130_fd_sc_hd__clkbuf_8.
- TritonCTS built the clock tree.
- CTS added clock buffers totalling 3.
- Clock-pin slew was measured on the worst setup and hold paths at 0.08 ns.

** Final timing
- Worst Max-Slew Pin Slew :: ~0.80 ns
- Setup repair after global routing missed its margin :: false
- Worst-case headroom to the max-slew limit :: 46.9%
- In this build the clock could be raised as far as about 470 MHz.
- Setup violations remaining at the end of the flow were counted as 0.
- Counting I/O delays and the setup requirement, the final critical path takes 2.12 ns.
- In the final timing run, aggregate negative setup slack is 0 ns.
- Final Max-Slew Violation Tally :: 0
- Hold Fails Final Rpt :: 0
- Period utilization :: 70.5%
- For the final database, setup skew stands at around 0.0046 ns.

** Power
- Combinational logic burns a little over an eighth of the power.
- Net switching is 18.9% of the power.
- Switch Pwr :: 129 uW
- The script computed a power per unit cell area of 629 nW/um^2.
- Leakage power figure :: 0.456 nW
- Total internal power :: 555 uW
- The clock network accounts for 39.2% of the total power.
- Largest voltage drop on the vdd net :: 0.248 mV
- Register share of total power :: 47.7%

** GRT
- Wire length of the first global-routing pass :: 2.04 mm
- Global routing finished with a remaining overflow of 0.
- The global routing report lists combined usage of all routing layers as a little under 2%.
- Number of antenna violations at the first check in global routing :: 0
- Largest net degree at the start of global routing :: 23
- The number of global-route vias before repair came to 414.

** Placed design
- After its last routability iteration, the placer logged a weighted congestion of 0.779.
- After detailed placement, the design holds a cell count of 181.
- Note, the detailed placer reported a final HPWL of 908 um.
- Count of input and output buffers :: 7

** Setup path
- Origin of the critical flop-to-flop path :: timer[9]$_DFF_PP0_
- The worst setup path is launched from a flip-flop.
- Type of destination of the critical path :: output pin
- Setup slack on the worst reg-to-reg path comes out at ~1.4 ns.
- CP arrival :: 1.52 ns
- CP required :: 2.40 ns
- Worst setup path startpoint :: state[1]$_DFF_PP0_
- Looking at the reg2reg group, the worst path ends at state[0]$_DFF_PP0_.
- For the worst flop-to-flop path, the logic depth is 4.
- In the setup report, the worst path falls into the class flip-flop to output pin.
- Crit path max fanout :: 4

** Outcome
- The flow ran to the end, and the final reports show no timing, DRC or antenna violations.

** Detailed routing
- Antenna fix cells :: 0
- Via total after detailed routing :: about 450
- Tally of nets with antenna violations remaining after routing :: 0
- For this run, the detailed router reports a per-instance via density of 2.41.
- Detailed router's first-iteration violation count :: 16
- The first TritonRoute pass finished after 4 iterations.
- DRC Markers :: 0
- TritonRoute output was used to compute an average wire per cell of between 6 and 7 um.
- The routed design has approximately 1.2 mm of wire.

** Flow run
- Number of warnings the tools reported :: 25
- Across the run, the number of max-cap violations was 0.

** Final layout
- In this run the layout overhead on the synthesized area is reported as 36.6%.
- Fraction of layout cells with a size suffix above 1 :: 8.75%
- Final standard cell count with taps included and fillers excluded :: 185
- Count of filler cells inserted in the layout :: between 900 and 1,000
-- critical path: stages, from the launching register on --
cell and delay (ns):
sky130_fd_sc_hd__dfrtp_1 0.43, sky130_fd_sc_hd__or2_2 0.32, sky130_fd_sc_hd__inv_1 0.05, sky130_fd_sc_hd__clkdlybuf4s50_1 0.46
-- logic make-up (layout without fill, tap and decap cells) --
family | count (synthesis) | in the layout | share of synthesized area, %
compound gates | 10 | 10 | 7.07
xor+xnor | 5 | 5 | 5.50
fa+ha+maj | 1 | 1 | 1.57
buf+inv | 6 | 15 | 3.77
flops | 22 | 22 | 69.2
mux | 1 | 1 | 1.26
other cells | 1 | 10 | 0.471
simple gates | 16 | 16 | 11.2
-- per-layer routing --
metal	up-vias	global-route usage (%)	share of wire, %
li1	230	-	-
met1	204	2.89	49
met2	10	2.34	39
met3	2	1.34	11
met4	0	0.169	0.66
met5	-	0	0
-- Yosys cell counts (all sizes together) --
cell type,number,share of area (%)
nor4,2,2.4
or2,1,0.79
clkbuf,1,0.47
nand3,3,1.9
nor3,1,0.63
or3,2,1.6
buf,1,1.4
nor2,2,0.94
conb,1,0.47
inv,4,1.9
xor2,2,2.2
a21boi,1,1.4
a21oi,6,3.8
and2,1,0.79
o21ai,3,1.9
mux2i,1,1.3
dfrtp,22,69
and3,1,0.79
xnor2,3,3.3
nand2,3,1.4
ha,1,1.6
-- metrics by stage --
stage          cell area [sq um]  setup WS, ns  hold WS, ns  util (%)  total power [mW]
2_1_floorplan                830          1.51        0.331         -             0.357
3_3_place_gp                1020          1.18        0.351      12.2             0.427
3_5_place_dp                1020          1.15        0.341      12.2             0.427
4_1_cts                     1090         0.863        0.359      13.1             0.698
5_1_grt                     1090         0.834        0.371      13.1             0.718
6_report                    1090         0.885        0.355      13.1             0.684
-- state kept, by name, indices dropped and copies added, names as in the netlist --
name	count
cars_ns_meta	1
timer	16
state	2
cars_ew_meta	1
cars_ew_sync	1
cars_ns_sync	1
-- layout by cell type (no fill, tap or decap), drive strengths merged --
cell type,n
a21oi,6
and2,1
clkbuf,3
ha,1
mux2i,1
or3,2
and3,1
o21ai,3
inv,4
bufinv,1
xnor2,3
nor2,2
xor2,2
dfrtp,22
a21boi,1
clkdlybuf4s50,7
nand3,3
conb,10
or2,1
nor4,2
nor3,1
nand2,3
-- worst max path at each step --
stage	slack [ns]	end
4_1_cts	0.86	green_N
5_1_grt	0.83	green_N
6_report	0.88	green_N
-- cell type report --
type / count / area, sq um / area share [%]
Clock buffer: 3 / 41.3 / 3.80
Clock inverter: 1 / 30.0 / 2.76
Inverter: 4 / 15.0 / 1.38
Multi-Input combinational cell: 43 / 249 / 22.9
Sequential cell: 22 / 551 / 50.6
Tap cell: 105 / 131 / 12.1
Timing Repair Buffer: 7 / 70.1 / 6.44
-- power by group through the flow --
stage         combinational, mW  sequential [mW]  clock, mW
finish                   0.0896            0.326      0.268
CTS                      0.0951            0.326      0.277
global route              0.102            0.328      0.288
Power and IR drop assume default switching activity.
